==> flow/design.v <==
module program_counter (
    input  wire        clk,
    input  wire        rst,
    input  wire        en,
    output reg  [7:0]  pc_out,
    output reg         ack       
);
    always @(negedge clk or negedge rst) begin
        if (~rst) begin
            pc_out <= 8'b0;
            ack    <= 1'b0;
        end else if (en) begin
            pc_out <= pc_out + 1;
            ack    <= 1'b1;      
        end else begin
            ack    <= 1'b0;      
        end
    end
endmodule
==> flow/run.sh <==
#!/bin/bash
# OpenROAD 26Q1-2900-gdf79404cd8, Yosys 0.63+post, stock flow scripts
make -C /OpenROAD-flow-scripts/flow DESIGN_CONFIG=/design/flow/config.mk WORK_HOME=/design/flow/orfs finish
==> flow/config.mk <==
export PLATFORM = sky130hd
export DESIGN_NAME = program_counter
export DESIGN_NICKNAME = program_counter
export VERILOG_FILES = /design/flow/design.v
export SDC_FILE = /design/flow/constraint.sdc
export NUM_CORES = 4
export LEC_CHECK = 1
export CORE_AREA = 10 10 70 70
export DIE_AREA = 0 0 80 80
==> flow/constraint.sdc <==
current_design program_counter

set clk_period 1.9
set clk_io_pct 0.2

create_clock -name clk0 -period $clk_period [get_ports {clk}]

set non_clock_inputs [all_inputs -no_clocks]
set_input_delay [expr $clk_period * $clk_io_pct] -clock clk0 $non_clock_inputs
set_output_delay [expr $clk_period * $clk_io_pct] -clock clk0 [all_outputs]
==> summary.txt <==
yosys + openroad results -> biggest fanout along the worst timing path=2, Worst VDD drop=495 uV, average routed wire per standard cell=9.11 um, worst path cell trace=buf_2, total track usage=0.0294, Num CTS Buffers=3, yosys stat cell total=27, post-route antenna net violation count=0, switching fraction of total power=0.300, cts-stage hold buffer count=0, Pint=roughly 600 uW, DPL Wire Length=704 um, cell types occupying the most area after synthesis=dfrtn_1 62%, xor2_1 9.7%, xnor2_1 7.2%, nand4_1 5.2%, ha_1 3.4%, clock input transition at the sequential cells of the worst setup and hold paths=50 ps, Mean Syn Cell Area=between 10 and 15 um2, met2 capacity usage during global routing=0.0449, reg-to-reg endpoint=pc_out[1], maximum clock skew at final layout=3.67 ps, number of global-route vias before repair=328, post-synthesis instance area=363 um2, count of TritonRoute iterations in the first routing pass=3, crit path DRT=1520 ps, Largest delay share family, worst path=flip-flops, Placeable Area=~0.0034 mm2, Async SR Flop Fraction=1.00, static leakage=0.296 nW, n_diodes=0, PnR worst setup slack=-207 ps, Slowest-stage cell, CP=dfrtn_1, total power divided by cell area=1390 mW/mm2, sequential cell area fraction in the yosys report=0.621, overall die area=between 0.006 and 0.007 mm2, DRT Wirelength=911 um, Clock Latency Late Sink=270 ps, class of the tightest hold or removal check=flop to flop, Post-Route Utilization=0.177, CP Buf/Inv Count=1, filler cell count in the final layout=393, Yosys top cell by area=dfrtn_1, global placement routability congestion=just over 0.7, remaining design rule violation count=0, post-synthesis register bit count=9, number of max-slew violations in the final report=0, launch point of the critical path=pc_out[7], slew of the pin with the lowest slew margin=~150 ps, setup TNS=-1770 ps, critical path endpoint=pc_out[7], OpenROAD warnings=27, global-route wire length before repair=1.52 mm, CP Data Arrival Time=1730 ps, slowest stage delay, CP=400 ps, layout cells sized above 1=0.519, routed vias=276, number of instances in the synthesized netlist=27, Post-synth top cells=9 x dfrtn_1, 4 x xor2_1, 3 x nand4_1, 3 x xnor2_1, Top Usage Layer GRT=met2, # port buffers=11, count of final setup violators=9, number of antenna violations at the first check in global routing=0, failing checks=negative setup slack, via count normalized by instance count=roughly 2.8, number of distinct library cells after synthesis=10, number of hold-slack violations in the final timing report=0, reported max-cap violation count=0, Worst R2R Setup Slack=720 ps, share of Yosys cell area claimed by the top area cell type=0.621, met3 Usage GRT=0.00909, gr ovfl total=0, Core Density at Floorplan=0.106, number of synthesized flops with an enable pin=0, TritonCTS clock tree=done, initial drt markers=1, worst setup path class=flop to output port, buffer levels on the longest clock path=2, unrepaired setup endpoints after global routing=true, most frequent cell after synthesis=dfrtn_1, power share of the combinational group=0.465, relative contribution of sequential cells to total power=0.359, Net Switching=roughly 250 uW, met1 Usage GRT=0.0387, largest net degree at the start of global routing=10, placement-stage worst setup slack=-582 ps, number of ports placed on the die boundary=12, depth of the worst register-to-register path=3, startpoint of the lowest-slack register-to-register path=pc_out[0], power share of the clock group=0.176, dominant synthesized flop cell=dfrtn_1, Critical Path Source Type=flop, clock root buffer=clkbuf_4, sink count of the clock tree=9, synthesis warning total=1, Worst setup EP type=output port, DIE WIDTH=80 um, Max transition margin=0.901, number of stages on the worst setup path=1, cell row count=21, yosys stat area=363 um2, signed area change from the synthesized netlist to the final layout=66.2%, status=finished with violations, chip height=80 um, H-tree levels=1
==> what timing repair did <==
item                       in CTS  in global routing
setup endpoints to repair      17                  9
setup buffers                   2                  1
hold endpoints to repair        0                  0
cloned                          0                  0
resized                        32                  0
==> tightest hold or removal path, cell delays in order (launching register included) <==
cell and delay (ps):
dfrtn_1 340, buf_4 130, xor2_1 140
==> power groups by stage <==
stage | registers (mW) | logic [mW] | clock network (mW)
CTS | 0.304 | 0.384 | 0.154
global route | 0.314 | 0.434 | 0.165
finish | 0.302 | 0.391 | 0.148
==> cell type report <==
class,instances,area (um2),area share
clock buffer,4,26.3,0.0436
multi-input combinational,18,138,0.228
sequential,9,225,0.373
timing repair buffer,23,156,0.259
tap,46,57.6,0.0954
==> metrics by stage <==
step           cells  instance area, um2  hold WS (ps)  total power, mW
6_report         100                 603           531            0.841
5_1_grt          100                 603           582            0.914
4_1_cts           99                 596           542            0.842
3_5_place_dp      93                 598           541            0.729
3_3_place_gp      93                 598           529            0.724
2_1_floorplan     27                 363           389            0.436
==> cell usage in the layout (no fill, tap or decap) <==
cell | netlist | layout
nor2_1 | 2 | 2
dfrtn_1 | 9 | 9
nand4_1 | 3 | 3
ha_1 | 1 | 1
mux2_2 | 1 | 1
xor2_1 | 4 | 4
clkbuf_4 | 0 | 3
buf_4 | 0 | 12
clkdlybuf4s50_1 | 0 | 1
clkbuf_1 | 0 | 1
nor2_2 | 1 | 1
nand4_2 | 1 | 1
xnor2_1 | 3 | 3
clkdlybuf4s15_2 | 0 | 1
buf_2 | 0 | 9
nand2_1 | 2 | 2
==> layer usage <==
metal / wire (um) / vias up
li1: - / 145
met2: 421 / 6
met4: 12 / 0
met5: 0 / -
met1: 448 / 123
met3: 29 / 2
==> state kept, by name (all words and copies together) (netlist names) <==
| signal | cells |
|---|---|
| ack | 1 |
| pc_out | 8 |
==> worst min path at each step <==
stage,slack (ps),depth (start not counted),to,start
5_1_grt,580,2,pc_out[2],pc_out[2]
4_1_cts,540,2,pc_out[7],pc_out[7]
6_report,530,2,pc_out[7],pc_out[7]
==> kinds of logic (layout without fill, tap and decap cells) <==
| kind of cell | Yosys count | after routing | synth area share |
|---|---|---|---|
| xor gates and xnor gates | 7 | 7 | 0.169 |
| adders and majority gates | 1 | 1 | 0.0345 |
| buffers and inverters | 0 | 27 | 0 |
| DFF | 9 | 9 | 0.621 |
| muxes | 1 | 1 | 0.0310 |
| and+or+nand+nor | 9 | 9 | 0.145 |
Power is estimated from default activity; no workload was simulated.
