[/design/flow/design.v]
module register_file #(
    parameter DATA_WIDTH = 4,
    parameter ADDR_WIDTH = 2, 
    parameter REG_COUNT  = 4
)(
    input  wire                     clk,
    input  wire                     wr_en,
    input  wire [ADDR_WIDTH-1:0]    wr_addr,
    input  wire [DATA_WIDTH-1:0]    wr_data,
    input  wire [ADDR_WIDTH-1:0]    rd_addr1,
    input  wire [ADDR_WIDTH-1:0]    rd_addr2,
    output wire [DATA_WIDTH-1:0]    rd_data1,
    output wire [DATA_WIDTH-1:0]    rd_data2,
    output reg wr_ack
);
    reg [DATA_WIDTH-1:0] registers [0:REG_COUNT-1];
    always @(posedge clk) begin
        if (wr_en) begin
            registers[wr_addr] <= wr_data;
            if(registers[wr_addr]==wr_data)
                wr_ack <=1'b1;
        end
        else
            wr_ack <=1'b0;
    end
    assign rd_data1 = registers[rd_addr1];
    assign rd_data2 = registers[rd_addr2];
endmodule
[/design/flow/run.sh]
#!/bin/bash
# OpenROAD 26Q1-2900-gdf79404cd8, Yosys 0.63+post, stock flow scripts
make -C /OpenROAD-flow-scripts/flow DESIGN_CONFIG=/design/flow/config.mk WORK_HOME=/design/flow/orfs finish
[/design/flow/config.mk]
export PLATFORM = sky130hd
export DESIGN_NAME = register_file
export DESIGN_NICKNAME = register_file
export VERILOG_FILES = /design/flow/design.v
export SDC_FILE = /design/flow/constraint.sdc
export NUM_CORES = 4
export LEC_CHECK = 1
export CORE_AREA = 10 10 103 103
export DIE_AREA = 0 0 113 113
[/design/flow/constraint.sdc]
current_design register_file

set clk_period 2.9
set clk_io_pct 0.2

create_clock -name clk0 -period $clk_period [get_ports {clk}]

set non_clock_inputs [all_inputs -no_clocks]
set_input_delay [expr $clk_period * $clk_io_pct] -clock clk0 $non_clock_inputs
set_output_delay [expr $clk_period * $clk_io_pct] -clock clk0 [all_outputs]
==> results_slide.txt <==
Run Summary

Clock network
  • Post-CTS setup buffers: 0
  • Hold buffers post-CTS: 0
  • CTS tree: yes
  • TritonCTS buffer count: 3
  • # resized after CTS: 0
  • Worst-Skew Late Latency: ~0.25 ns
  • Clock sinks: 17
  • CTS H-tree depth: 1
  • CTS root buf: clkbuf_8
  • Worst-path clk slew: around 0.060 ns
  • Clock buffer depth: 2

Final timing
  • Max Slew Vio Count: 0
  • Final Skew: around 0.0037 ns
  • Fin Hold WS: 0.479 ns
  • Final setup viols: 0
  • Slew @ Worst Pin: 0.428 ns
  • Top achievable clock speed: 0.358 GHz
  • Post-layout min period: 2.79 ns
  • Tcrit/Tclk final: 96.3%
  • Final setup TNS: 0 ns
  • Hold Vio Cnt, Final: 0
  • RSZ-0062 raised after global routing: no
  • Rel. slew slack: a little under three quarters

Logic synthesis
  • Yosys cell count: 42
  • Synth area leader: edfxtp_1
  • Mapped Avg Cell Area: 20.7 µm²
  • Post-synth ARST share: 0%
  • Post-Syn Area: 871 µm²
  • Distinct lib cells used: 14
  • Yosys stat chip area: 871 µm²
  • Number of enable flip-flop cells: 16
  • Top FF cell, synth: edfxtp_1
  • YS warnings: 1
  • Top area cells in the synthesized netlist: edfxtp_1, mux4_2, xor2_1
  • Synthesis-stage register bit count: 17
  • Top cell area share: 55.2%
  • Commonest cells post-synth: edfxtp_1, mux4_2, xor2_1
  • Register share after synthesis: 57.5%
  • Count leader, synth: edfxtp_1
  • Synth Instances: 42

Cells and area
  • Multi-input gate area: 355 µm²
  • Layout cells sized above 1: a little over a quarter
  • Synthesis-to-layout area growth: 42.4%
  • Final instance area: between 0.001 and 0.0015 mm²
  • Fill cells: 888
  • Reg area: 500 µm²

Placed design
  • Port bufs: 20
  • DP HPWL: 1.76 mm
  • DP Area: around 0.0012 mm²
  • GPL Wtd Cong: 0.717

Routing
  • Pre-antenna DRT Iters: 4
  • DR iter-0 viols: 36
  • Routed WL: 2.13 mm
  • Routed WL per cell: 12.5 µm
  • Antenna cells: 0
  • DRC: 0
  • DR vias: 489
  • Antenna viol nets, final: 0
  • DR vias/cell: 2.88

Setup path
  • Kind of critical path: input port to output port
  • FF-to-FF Start: registers[3][2]
  • Reg2reg setup slack: between 1 and 1.5 ns
  • End of the worst register-to-register path: wr_ack
  • Crit path max fanout: 4
  • Reg2reg path depth: 4
  • CP Data Required Time: 2.32 ns
  • Crit end category: output port
  • Setup crit start kind: input port
  • Critical path arrival: around 2.2 ns

GRT
  • Total Routing Usage GR: under 10%
  • Initial antenna violation count: 0
  • Grt ovf: 0
  • First-pass GRT wire length: approximately 3.1 mm
  • Largest net degree at the start of global routing: 10
  • Vias in the first global route: 557

Pwr
  • Pwr Density: 445 mW/mm²
  • Seq pwr share: 52.6%
  • Clock power frac: 30.6%
  • Gate power share: 16.9%
  • Sw Pwr: between 0.1 and 0.15 mW
  • P_int: 0.442 mW
  • Maximum VDD drop: roughly 0.14 mV
  • Sw frac: 19.9%
  • Leak Pwr: 0.379 nW

Floorplan
  • Row count: 33
  • Die H: 113 µm
  • Die ar.: 0.0128 mm²
  • Core Box Area: slightly above 0.008 mm²
  • Die W: 113 µm
  • Initial core utilization: 10.5%
  • Num ports: 21

Min path
  • Worst Hold Depth: 1
  • Hold path endpoint: wr_ack
  • Worst hold path type: flip-flop to flip-flop
  • HP Start: wr_ack

Run
  • Max-cap violations: 0
  • Log Warnings: 25

Status
  • Status: finished, final reports clean
[cell usage in the layout (no fill, tap or decap)]
cell type	instances
clkdlybuf4s50_1	20
edfxtp_1	16
mux4_2	11
xor2_1	4
clkbuf_8	3
and3b_2	1
nand2_1	1
nor2_1	1
nor3b_1	1
and3_2	1
mux4_1	1
nor4_1	1
o21a_1	1
clkbuf_1	1
buf_4	1
dfxtp_1	1
[per-layer routing]
layer  vias up  track usage, %  routed length, µm
li1        229               -                  -
met5         -               0                  0
met4         0           0.508                 32
met2        11            6.37               1230
met1       245            2.97                754
met3         4            1.12                105
[flip-flops by register name (all words and copies together), names as in the netlist]
register   flops
registers     16
wr_ack         1
[through the flow]
stage | setup WS [ns] | std cells | utilization [%] | power (mW)
after floorplan | 1.13 | 42 | - | 0.333
after global placement | 0.0625 | 166 | 14.4 | 0.391
after detailed placement | 0.0752 | 166 | 14.4 | 0.392
after CTS | 0.0709 | 170 | 14.9 | 0.562
after global routing | 0.0240 | 170 | 14.9 | 0.581
final | 0.107 | 170 | 14.9 | 0.552
[cell families after synthesis]
logic type                synth area share, %
AOI/OAI and AO/OA                       0.862
buffers and inverters                    1.72
xor gates and xnor gates                 4.02
and+or+nand+nor                          4.45
muxes                                    31.5
DFF                                      57.5
[how the worst max path moves through the flow]
| stage | cells after the start | to | start | slack (ns) |
|---|---|---|---|---|
| CTS | 3 | rd_data1[1] | rd_addr1[0] | 0.07 |
| global route | 3 | rd_data1[1] | rd_addr1[0] | 0.02 |
| finish | 3 | rd_data1[2] | rd_addr1[0] | 0.11 |
[worst max-delay path, cell delays in order]
cell and delay, ns:
clkdlybuf4s50_1 0.63, mux4_2 0.56, clkdlybuf4s50_1 0.44
[power groups by stage]
| stage | registers (mW) | logic [mW] | clock network [mW] |
|---|---|---|---|
| 6_report | 0.290 | 0.0930 | 0.169 |
| 5_1_grt | 0.291 | 0.100 | 0.190 |
| 4_1_cts | 0.290 | 0.0968 | 0.175 |
[cell type report]
class / instances / share of cell area, %
repair buffers: 21 / 16.8
flip-flops and latches: 17 / 40.4
multi-input cells: 23 / 28.7
well taps: 105 / 10.6
clock buffers: 4 / 3.63
Power and IR drop assume default switching activity.
